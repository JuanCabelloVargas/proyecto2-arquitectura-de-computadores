==> flow/run.sh <==
#!/bin/bash
# OpenROAD 26Q1-2900-gdf79404cd8, Yosys 0.63+post, stock flow scripts
make -C /OpenROAD-flow-scripts/flow DESIGN_CONFIG=/design/flow/config.mk WORK_HOME=/design/flow/orfs finish
==> flow/design.v <==
module control(
    input  [6:0] opcode,       
    input  [3:0] status,       
    output reg   LA,           
    output reg   LB,           
    output reg   LP,           
    output reg   mem_we,       
    output reg   wbSel,        
    output reg [1:0] selA,     
    output reg [1:0] selB,     
    output reg [1:0] selData,  
    output reg [3:0] alu_op    
);
  always @(*) begin
    LA      = 1'b0;     
    LB      = 1'b0;
    LP      = 1'b0;
    mem_we  = 1'b0;
    wbSel   = 1'b0;     
    selA    = 2'b00;    
    selB    = 2'b00;    
    selData = 2'b00;    
    alu_op  = 4'b0000;   
    case (opcode)
      7'b0000000: begin
        LA     = 1; 
        selA   = 2'b10;
        selB   = 2'b00;
        alu_op = 4'b0000;
      end
      7'b0000001: begin
        LB     = 1; 
        selA   = 2'b10;
        selB   = 2'b01;
        alu_op = 4'b0000;
      end
      7'b0000010: begin
        LA     = 1; 
        selA   = 2'b10;
        selB   = 2'b10;
        alu_op = 4'b0000;
      end
      7'b0000011: begin
        LB     = 1; 
        selA   = 2'b10;
        selB   = 2'b10;
        alu_op = 4'b0000;
      end
      7'b0000100: begin
        LA     = 1; 
        selA   = 2'b00;
        selB   = 2'b00;
        alu_op = 4'b0000;
      end
      7'b0000101: begin
        LB     = 1; 
        selA   = 2'b01;
        selB   = 2'b01;
        alu_op = 4'b0000;
      end
      7'b0000110: begin
        LA     = 1; 
        selA   = 2'b00;
        selB   = 2'b10;
        alu_op = 4'b0000;
      end
      7'b0000111: begin
        LB     = 1; 
        selA   = 2'b01;
        selB   = 2'b10;
        alu_op = 4'b0000;
      end
      7'b0001000: begin
        LA     = 1; 
        selA   = 2'b00;
        selB   = 2'b00;
        alu_op = 4'b0001;
      end
      7'b0001001: begin
        LB     = 1; 
        selA   = 2'b00;
        selB   = 2'b00;
        alu_op = 4'b0001;
      end
      7'b0001010: begin
        LA     = 1; 
        selA   = 2'b00;
        selB   = 2'b10;
        alu_op = 4'b0001;
      end
      7'b0001011: begin
        LB     = 1; 
        selA   = 2'b01;
        selB   = 2'b10;
        alu_op = 4'b0001;
      end
      7'b0001100: begin
        LA     = 1; 
        selA   = 2'b00;
        selB   = 2'b00;
        alu_op = 4'b0010;
      end
      7'b0001101: begin
        LB     = 1; 
        selA   = 2'b01;
        selB   = 2'b01;
        alu_op = 4'b0010;
      end
      7'b0001110: begin
        LA     = 1; 
        selA   = 2'b00;
        selB   = 2'b10;
        alu_op = 4'b0010;
      end
      7'b0001111: begin
        LB     = 1; 
        selA   = 2'b01;
        selB   = 2'b10;
        alu_op = 4'b0010;
      end
      7'b0010000: begin
        LA     = 1; 
        selA   = 2'b00;
        selB   = 2'b00;
        alu_op = 4'b0011;
      end
      7'b0010001: begin
        LB     = 1; 
        selA   = 2'b01;
        selB   = 2'b01;
        alu_op = 4'b0011;
      end
      7'b0010010: begin
        LA     = 1; 
        selA   = 2'b00;
        selB   = 2'b10;
        alu_op = 4'b0011;
      end
      7'b0010011: begin
        LB     = 1; 
        selA   = 2'b01;
        selB   = 2'b10;
        alu_op = 4'b0011;
      end
      7'b0010100: begin
        LA     = 1; 
        selA   = 2'b00;
        alu_op = 4'b0101;
      end
      7'b0010101: begin
        LA     = 1; 
        selA   = 2'b01;
        alu_op = 4'b0101;
      end
      7'b0010110: begin
        LB     = 1; 
        selA   = 2'b00;
        selB   = 2'b01;
        alu_op = 4'b0110;
      end
      7'b0010111: begin
        LB     = 1; 
        selA   = 2'b01;
        alu_op = 4'b0110;
      end
      7'b0011000: begin
        LA     = 1; 
        selA   = 2'b00;
        selB   = 2'b00;
        alu_op = 4'b0100;
      end
      7'b0011001: begin
        LB     = 1; 
        selA   = 2'b01;
        selB   = 2'b01;
        alu_op = 4'b0100;
      end
      7'b0011010: begin
        LA     = 1; 
        selA   = 2'b00;
        selB   = 2'b10;
        alu_op = 4'b0100;
      end
      7'b0011011: begin
        LB     = 1; 
        selA   = 2'b01;
        selB   = 2'b10;
        alu_op = 4'b0100;
      end
      7'b0011100: begin
        LA     = 1; 
        selA   = 2'b00;
        alu_op = 4'b0111;
      end
      7'b0011101: begin
        LA     = 1; 
        selA   = 2'b01;
        alu_op = 4'b0111;
      end
      7'b0011110: begin
        LB     = 1; 
        selA   = 2'b00;
        alu_op = 4'b0111;
      end
      7'b0011111: begin
        LB     = 1; 
        selA   = 2'b01;
        alu_op = 4'b0111;
      end
      7'b0100000: begin
        LA     = 1; 
        selA   = 2'b00;
        alu_op = 4'b1000;
      end
      7'b0100001: begin
        LA     = 1; 
        selA   = 2'b01;
        alu_op = 4'b1000;
      end
      7'b0100010: begin
        LB     = 1; 
        selA   = 2'b00;
        alu_op = 4'b1000;
      end
      7'b0100011: begin
        LB     = 1; 
        selA   = 2'b01;
        alu_op = 4'b1000;
      end
      7'b0100100: begin
        LB     = 1; 
        selA   = 2'b00;  
        selB   = 2'b00;
        alu_op = 4'b0000;
      end
      7'b0100101: begin
        LA      = 1;
        wbSel   = 1;
        selData = 2'b10;
      end
      7'b0100110: begin
        LB      = 1;
        wbSel   = 1;
        selData = 2'b10;
      end
      7'b0100111: begin
        mem_we  = 1;
        selData = 2'b10;
        selA    = 2'b00;
      end
      7'b0101000: begin
        mem_we  = 1;
        selData = 2'b10;
        selB    = 2'b00;
      end
      7'b0101001: begin
        LA      = 1;
        wbSel   = 1;
        selData = 2'b00;
      end
      7'b0101010: begin
        LB      = 1;
        wbSel   = 1;
        selData = 2'b00;
      end
      7'b0101011: begin
        mem_we  = 1;
        selData = 2'b00;
        selA    = 2'b00;
      end
      7'b0101100: begin
        LA      = 1;
        wbSel   = 0;
        selA    = 2'b00;
        selB    = 2'b11;
        selData = 2'b10;
        alu_op  = 4'b0000;
      end
      7'b0101101: begin
        LB      = 1;
        wbSel   = 0;
        selA    = 2'b01;
        selB    = 2'b11;
        selData = 2'b10;
        alu_op  = 4'b0000;
      end
      7'b0101110: begin
        LA      = 1;
        wbSel   = 0;
        selA    = 2'b00;
        selB    = 2'b11;
        selData = 2'b00;
        alu_op  = 4'b0000;
      end
      7'b0101111: begin
        mem_we  = 1;
        selA    = 2'b00;
        selB    = 2'b00;
        selData = 2'b10;
        alu_op  = 4'b0000;
      end
      7'b0110000: begin
        LA      = 1;
        wbSel   = 0;
        selA    = 2'b00;
        selB    = 2'b11;
        selData = 2'b10;
        alu_op  = 4'b0001;
      end
      7'b0110001: begin
        LB      = 1;
        wbSel   = 0;   
        selA    = 2'b01;
        selB    = 2'b11;
        selData = 2'b10;
        alu_op  = 4'b0001;
      end
      7'b0110010: begin
        LA      = 1;
        wbSel   = 0;      
        selA    = 2'b00;
        selB    = 2'b11;  
        selData = 2'b00;   
        alu_op  = 4'b0001; 
      end
      7'b0110011: begin
        mem_we  = 1;     
        selA    = 2'b00;
        selB    = 2'b00;
        selData = 2'b10;   
        alu_op  = 4'b0001; 
      end
      7'b0110100: begin
        LA      = 1;
        wbSel   = 0;        
        selA    = 2'b00;
        selB    = 2'b11;    
        selData = 2'b10;   
        alu_op  = 4'b0010; 
      end
      7'b0110101: begin
        LB      = 1;
        wbSel   = 0;     
        selA    = 2'b01;
        selB    = 2'b11; 
        selData = 2'b10;   
        alu_op  = 4'b0010;
      end
      7'b0110110: begin
        LA      = 1;
        wbSel   = 0;     
        selA    = 2'b00;
        selB    = 2'b11;  
        selData = 2'b00;  
        alu_op  = 4'b0010;
      end
      7'b0110111: begin
        mem_we  = 1;     
        selA    = 2'b00;
        selB    = 2'b00;
        selData = 2'b10;
        alu_op  = 4'b0010; 
      end
      7'b0111000: begin
        LA      = 1;
        wbSel   = 0;    
        selA    = 2'b00;
        selB    = 2'b11;   
        selData = 2'b10;  
        alu_op  = 4'b0011; 
      end
      7'b0111001: begin
        LB      = 1;
        wbSel   = 0;      
        selA    = 2'b01;
        selB    = 2'b11;  
        selData = 2'b10;  
        alu_op  = 4'b0011;
      end
      7'b0111010: begin
        LA      = 1;
        wbSel   = 0;    
        selA    = 2'b00;
        selB    = 2'b11;  
        selData = 2'b00;  
        alu_op  = 4'b0011; 
      end
      7'b0111011: begin
        mem_we  = 1;      
        selA    = 2'b00;
        selB    = 2'b00;
        selData = 2'b10;  
        alu_op  = 4'b0011; 
      end
      7'b0111100: begin
        mem_we  = 1;        
        selA    = 2'b00;
        selData = 2'b10;    
        alu_op  = 4'b0101;  
      end
      7'b0111101: begin
        mem_we  = 1;        
        selA    = 2'b01;
        selData = 2'b10;   
        alu_op  = 4'b0101;  
      end
      7'b0111110: begin
        mem_we  = 1;       
        selA    = 2'b00;
        selData = 2'b00;  
        alu_op  = 4'b0101;  
      end
      7'b0111111: begin
        LA      = 1;
        wbSel   = 0;      
        selA    = 2'b00;
        selB    = 2'b11;   
        selData = 2'b10;   
        alu_op  = 4'b0100;  
      end
      7'b1000000: begin
        LB      = 1;
        wbSel   = 0;      
        selA    = 2'b01;
        selB    = 2'b11; 
        selData = 2'b10;  
        alu_op  = 4'b0100;
      end
      7'b1000001: begin
        LA      = 1;
        wbSel   = 0;     
        selA    = 2'b00;
        selB    = 2'b11;   
        selData = 2'b00;   
        alu_op  = 4'b0100; 
      end
      7'b1000010: begin
        mem_we  = 1;       
        selA    = 2'b00;
        selB    = 2'b00;
        selData = 2'b10;    
        alu_op  = 4'b0100; 
      end
      7'b1000011: begin
        mem_we  = 1;       
        selA    = 2'b00;
        selData = 2'b10;   
        alu_op  = 4'b0111;  
      end
      7'b1000100: begin
        mem_we  = 1;       
        selA    = 2'b01;
        selData = 2'b10;   
        alu_op  = 4'b0111; 
      end
      7'b1000101: begin
        mem_we  = 1;       
        selA    = 2'b00;
        selData = 2'b00;   
        alu_op  = 4'b0111; 
      end
      7'b1000110: begin
        mem_we  = 1;       
        selA    = 2'b00;
        selData = 2'b10;   
        alu_op  = 4'b1000;  
      end
      7'b1000111: begin
        mem_we  = 1;      
        selA    = 2'b01;
        selData = 2'b10;   
        alu_op  = 4'b1000;
      end
      7'b1001000: begin
        mem_we  = 1;      
        selA    = 2'b00;
        selData = 2'b00;   
        alu_op  = 4'b1000;
      end
      7'b1001001: begin
        mem_we  = 1;        
        selA    = 2'b00;   
        selData = 2'b10;   
        alu_op  = 4'b1001; 
      end
      7'b1001010: begin
        mem_we  = 1;     
        selA    = 2'b00;    
        selData = 2'b00;   
        alu_op  = 4'b1001; 
      end
      7'b1001011: begin
        mem_we  = 1;       
        selData = 2'b10;   
        alu_op  = 4'b1010;  
      end
      7'b1001100: begin
        mem_we  = 1;     
        selData = 2'b00;  
        alu_op  = 4'b1010; 
      end
      7'b1001101: begin
        selA   = 2'b00;
        selB   = 2'b00;
        alu_op = 4'b0001;  
      end
      7'b1001110: begin
        selA   = 2'b00;
        selB   = 2'b10;   
        alu_op = 4'b0001;  
      end
      7'b1001111: begin
        selA   = 2'b01;
        selB   = 2'b10;   
        alu_op = 4'b0001;  
      end
      7'b1010000: begin
        selA    = 2'b00;
        selB    = 2'b11;   
        selData = 2'b10; 
        alu_op  = 4'b0001; 
      end
      7'b1010001: begin
        selA    = 2'b01;
        selB    = 2'b11;    
        selData = 2'b10;  
        alu_op  = 4'b0001;
      end 
      7'b1010010: begin
        selA    = 2'b00;
        selB    = 2'b11;  
        selData = 2'b00;   
        alu_op  = 4'b0001; 
      end
      7'b1010011: begin
        LP = 1;          
      end
      7'b1010100: begin
        if (status[0])  
          LP = 1;
      end
      7'b1010101: begin
        if (!status[0])  
          LP = 1;
      end
      7'b1010110: begin
        if (!status[1] && !status[0])  
          LP = 1;
      end
      7'b1010111: begin
        if (status[1])  
          LP = 1;
      end
      7'b1011000: begin
        if (!status[1])  
          LP = 1;
      end
      7'b1011001: begin
        if (status[1] || status[0])  
          LP = 1;
      end
      7'b1011010: begin
        if (status[2])  
          LP = 1;
      end
      7'b1011011: begin
        if (status[3])  
          LP = 1;
      end
      default: begin
      end
    endcase
  end
endmodule
==> flow/config.mk <==
export PLATFORM = sky130hd
export DESIGN_NAME = control
export DESIGN_NICKNAME = control
export VERILOG_FILES = /design/flow/design.v
export SDC_FILE = /design/flow/constraint.sdc
export NUM_CORES = 4
export LEC_CHECK = 1
export CORE_AREA = 10 10 106 106
export DIE_AREA = 0 0 116 116
==> flow/constraint.sdc <==
current_design control

set clk_period 2.9
set clk_io_pct 0.2

create_clock -name clk0 -period $clk_period

set non_clock_inputs [all_inputs -no_clocks]
set_input_delay [expr $clk_period * $clk_io_pct] -clock clk0 $non_clock_inputs
set_output_delay [expr $clk_period * $clk_io_pct] -clock clk0 [all_outputs]
==> impl_metrics.toml <==
# synthesis and place-and-route metrics
[outcome]
status = "complete, no violations"

[placed_design]
dpl.cell_count = 367
place_area_um2 = 1930
place_congestion = 0.933
hpwl_um = 4420
io_buffers = 25

[global_routing]
grt_first_pass_wirelength_um = 9140
antenna_found_initial = 0
grt-ovfl-total = 0
grt_pass1_vias = 1708
track_usage_pct = 8.29
grt_max_degree = 22

[final_timing]
drv_slew = 0
fin_crit_sh_pct = 98.1
setup_viol = 0
fmax_ghz = 0.351
finalHoldViolCount = 0
finalCriticalPeriod_ps = 2850

[power_and_ir_drop]
ir_drop_mv = 0.0687
leakage_nw = 0.929
power_density_nw_per_um2 = 134

[routing]
drc_errors = 0
detail-route-antenna-nets = 0
finalWirelength_um = 5540
route.vias.total = 1808
post_drt_wl_per_cell_um = 14.6
first_pass_iters = 4
routed_via_density = 4.78
wl_met3_um = 384
maxUsedRoutingLayer = "met4"
drt-met1-wl_um = 2660
drt_iter0_markers = 207
wl_met2_um = 2460
diodes = 0

[yosys]
synthDistinctLibCells = 57
syn-instance-count = 196
syn_area_um2 = 1190
ys_chip_area_um2 = 1190
ys_warn_count = 1
syn_area_per_cell_um2 = 6.08
ys_seq_share_pct = 0
ys_cells = 196

[worst_hold_path]
min-delay-start = "opcode[2]"
min_delay_path_depth = 4
whs_endpoint = "selData[1]"
hp-class = "in -> out"

[floorplanning]
fp_util_pct = 13.5
io_pins = 26
core_area_um2 = 8850
row_count = 34
fp.dieH_um = 116
dieWidth_um = 116
dieArea_um2 = 13500

[finish]
seqCellArea_um2 = 0
drive_gt1_share_pct = 38.9
syn_to_final_growth_pct = 82.7
flop-count = 0
stdcell_count = 378
design_area_um2 = 2180
clockBufferCount = 0
most-common-layout-cells = "buf_4 (65), nor2_1 (16), nand2_1 (12)"
final_common_cell = "buf_4"

[worst_setup_path]
crit_fanout = 7
end_kind = "output pin"
critPathLaunchType = "input pin"
crit_arrival_ps = 2270
crit_type = "in -> out"
cp.required_ps = 2320

[run]
maxCapViolations = 0
warning_count = 33
==> report_power, final <==
| part | switching (mW) | internal, mW | total, mW |
|---|---|---|---|
| registers | 0 | 0 | 0 |
| logic | 0.140 | 0.152 | 0.292 |
| clock network | 0 | 0 | 0 |
==> per-stage QoR <==
step | power (mW) | util, % | setup WS [ps] | hold slack [ps] | setup TNS [ps]
after floorplan | 0.120 | - | 651 | 1290 | 0
after global placement | 0.264 | 21.8 | -490 | 2400 | -4700
after detailed placement | 0.261 | 21.8 | -486 | 2390 | -4390
after CTS | 0.282 | 23.6 | -4.13 | 1870 | -4.13
after global routing | 0.319 | 24.6 | -35.7 | 1810 | -35.7
final | 0.292 | 24.6 | 54.7 | 1740 | 0
==> cells in the mapped netlist (2+ instances only) <==
library cell  count  area (um2)
a211oi_1          3        22.5
a21oi_1           9        45.0
a22oi_1           2        15.0
a31oi_1           2        12.5
a41oi_1           2        17.5
and2_1            2        12.5
and3_1            3        18.8
buf_1             2        7.51
buf_2            15        75.1
buf_6             2        22.5
clkbuf_1          4        15.0
inv_1             5        18.8
nand2_1          14        52.6
nand2b_1         14        87.6
nand3_1           5        25.0
nand3b_1          3        22.5
nand4_1           4        25.0
nand4b_1          2        17.5
nor2_1           18        67.6
nor2b_1           6        37.5
nor3_1           12        60.1
nor4_1            6        37.5
nor4b_1           2        17.5
nor4bb_1          2        20.0
o2111ai_1         2        17.5
o211ai_1          4        30.0
o21ai_0           6        30.0
o21ai_1           4        20.0
o22ai_1           6        37.5
o2bb2ai_1         3        26.3
o32a_1            2        20.0
or3b_1            2        17.5
or4_1             2        15.0
or4b_1            2        20.0
xnor2_1           2        17.5
==> repair_timing <==
item | 4_1_cts | 5_1_grt
buffers inserted | 6 | 4
setup endpoints to repair | 13 | 8
hold buffers | 0 | 0
gates resized | 51 | 22
pin swaps | 10 | 9
gates cloned | 1 | 0
endpoints found under the hold margin | 0 | 0
==> worst max-delay path: stages <==
cell	delay (ps)
clkdlybuf4s15_2	230
or3b_1	370
a211oi_2	250
a311oi_1	80
buf_4	160
nand3_1	110
clkdlybuf4s50_1	490
==> how the worst max path moves through the flow <==
stage | from | endpoint | slack [ps]
after global routing | opcode[5] | selB[1] | -40
after CTS | opcode[2] | selA[0] | -4
final | opcode[5] | selB[1] | 50
==> layout make-up <==
class,instances,area [um2]
inverter,5,22.5
tap,108,135
timing repair buffer,98,822
fill,952,6670
multi-input combinational,167,1200
==> layer usage <==
layer,global-route usage (%),up-vias
met5,0,-
met4,0.667,0
met3,1.05,2
met2,12.5,69
met1,12.7,834
li1,-,903
==> kinds of logic (layout without fill, tap and decap cells) <==
| family | count (synthesis) | after routing | share of synthesized area, % |
|---|---|---|---|
| muxes | 1 | 1 | 0.840 |
| and+or+nand+nor | 103 | 103 | 49.0 |
| xor gates and xnor gates | 3 | 3 | 2.21 |
| buffers and inverters | 29 | 103 | 12.3 |
| other | 1 | 1 | 0.315 |
| AOI/OAI and AO/OA | 59 | 59 | 35.4 |
Power figures rest on the tool's default switching activity, not on a simulated workload.
